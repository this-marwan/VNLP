==> flow/design.v <==
module VNLP (DONE, NORM2, LEN, START, clk);
  input START, clk;
  output DONE;
  output [6:0]LEN;
  output [46:0]NORM2;
  wire [23: 0] mem_word1, mem_word2;  
  wire [8:0] address1, address2;  
  wire DONE;
  wire DONE_i;  
  wire inc_len, Load_Add_R, Load_I_R, sel_A1;
  Processing_Unit M0_Processor(NORM2, DONE_i, LEN, address1, address2, mem_word1, mem_word2, Load_Add_R, Load_I_R, sel_A1, inc_len,clk, START);
  Control_Unit M1_Controller  (Load_Add_R, Load_I_R, inc_len, DONE, DONE_i,sel_A1, clk, START);
  Memory_Unit M2_MEM (
    .data_out1 (mem_word1),
    .data_out2 (mem_word2),
    .address1 (address1),
    .address2 (address2),
    .clk (clk));
endmodule  
module Control_Unit (Load_Add_R, Load_I_R, inc_len, DONE, DONE_i, sel_A1, clk, rst);
  parameter state_size = 2;
  parameter S_idle = 0, S_fet1 = 1, S_fet2 = 2;
  parameter  S_done = 3;
  output Load_Add_R, Load_I_R, inc_len, sel_A1;
  output DONE; 
  input DONE_i;  
  input clk, rst;
  reg [state_size-1: 0] state, next_state;
  reg Load_Add_R, Load_I_R, inc_len, sel_A1;
  reg DONE_w;
  assign DONE = DONE_w;
  always @ (posedge clk or negedge rst) begin
    if (rst == 0) state <= S_idle; else state <= next_state; end
  always @ (state) begin
    sel_A1 = 0; Load_I_R = 0; Load_Add_R = 0;
    inc_len = 0; DONE_w = 0;
    next_state = state;
    case (state)
      S_idle: next_state = S_fet1;
      S_fet1: begin  
        next_state = S_fet2;
        sel_A1 = 1;
        Load_I_R = 1;
      end
      S_fet2: begin  
        Load_Add_R = 1;
        if (DONE_i == 0) begin
                next_state = S_fet1;
                inc_len = 1;
              end
        else begin
                next_state = S_done;
                Load_I_R = 1;
              end
      end
    S_done: begin
        DONE_w = 1; 
        next_state = S_done;  
     end
    default: next_state = S_idle;
    endcase  
  end
endmodule
module Processing_Unit (NORM2, DONE_i, LEN, address1, address2, mem_word1, mem_word2, Load_Add_R, Load_I_R, sel_A1, inc_len,clk, rst);
  output DONE_i;
  output [6:0] LEN;
  output [46:0]NORM2;  
  output [8:0] address1, address2;
  input Load_Add_R, Load_I_R, sel_A1, inc_len;
  input [23:0] mem_word1, mem_word2;
  input clk, rst;
  wire [8:0] address_out;
  wire [23:0] R0_out, R1_out;
  wire [38:0] R2_out, R3_out;
  wire [38:0] M0_out,M1_out;  
  wire [39:0] N0_out;
  wire [46:0] R4_out;
  wire [46:0] P0_out;
  Register_Unit_24 R0 (R0_out, mem_word1, Load_I_R, clk, rst);  
  Register_Unit_24 R1 (R1_out, mem_word2, Load_I_R, clk, rst);  
  Address_Register A1 (address_out, mem_word1[8:0], Load_Add_R, clk, rst);
  Multiplexer_2ch Mux_1 (address1, address_out, address_out+2, sel_A1);  
  assign address2 = address_out + 3;
  Link_Len L1 (LEN,inc_len, clk, rst);  
  D_flop D1 (DONE_i,~|mem_word1[8:0],Load_Add_R,rst);  
  square_float_15_8 M0 (M0_out,R0_out);
  square_float_15_8 M1 (M1_out,R1_out);
  Register_Unit_39 R2 (R2_out, M0_out, Load_I_R, clk, rst);  
  Register_Unit_39 R3 (R3_out, M1_out, Load_I_R, clk, rst);  
  add_30_9 N0 (N0_out,R2_out,R3_out);
  accumulate P0 (P0_out, R4_out, N0_out);
  Register_Unit_47 R4 (R4_out, P0_out, Load_I_R, clk, rst);
  assign NORM2 = R4_out;  
endmodule  
module Register_Unit_24 (data_out, data_in, load, clk, rst);
  parameter word_size = 24;
  output [word_size-1: 0] data_out;
  input [word_size-1: 0] data_in;
  input load, clk, rst;
  reg [word_size-1: 0] data_out;
  always @ (posedge clk or negedge rst)
  if (rst == 0) data_out <= 0; else if (load == 1) data_out <= data_in;
endmodule
module Register_Unit_39 (data_out, data_in, load, clk, rst);
  parameter word_size = 39;
  output [word_size-1: 0] data_out;
  input [word_size-1: 0] data_in;
  input load, clk, rst;
  reg [word_size-1: 0] data_out;
  always @ (posedge clk or negedge rst)
  if (rst == 0) data_out <= 0; else if (load == 1) data_out <= data_in;
endmodule
module Register_Unit_47 (data_out, data_in, load, clk, rst);
  parameter word_size = 47;
  output [word_size-1: 0] data_out;
  input [word_size-1: 0] data_in;
  input load, clk, rst;
  reg [word_size-1: 0] data_out;
  always @ (posedge clk or negedge rst)
  if (rst == 0) data_out <= 0; else if (load == 1) data_out <= data_in;
endmodule
module D_flop (data_out, data_in, clk, rst);
  output data_out;
  input data_in;
  input clk, rst;
  reg data_out;
  always @ (posedge clk or negedge rst)
    if (rst == 0) data_out <= 0; else data_out <= data_in;
endmodule  
module Address_Register (data_out, data_in, load, clk, rst); 
  parameter word_size = 9;
  output [word_size-1: 0] data_out;
  input [word_size-1: 0] data_in;
  input load, clk, rst;
  reg [word_size-1: 0] data_out;
  always @ (posedge clk or negedge rst)
    if (rst == 0) data_out <= 0; else if (load) data_out <= data_in;
endmodule
module Link_Len (count, inc_len, clk, rst);  
  parameter word_size = 7;  
  input inc_len, clk, rst;
  output reg [word_size-1: 0] count;
  always @ (posedge clk or negedge rst)
    begin if (rst == 0) count <= 0; else if (inc_len) count <= count +1;
  end
endmodule
module Multiplexer_2ch (mux_out, data_a, data_b, sel); 
  parameter word_size = 9;
  output [word_size-1: 0] mux_out;
  input [word_size-1: 0] data_a, data_b;
  input sel;
  assign mux_out = (sel == 0) ? data_a:
    (sel == 1) ? data_b:'bx;
endmodule
module square_float_15_8 (product,data_in);
  input [23:0] data_in;
  output [38:0] product;
  assign product[38:9] = data_in[22:8]*data_in[22:8];
  assign product[8:0] = data_in[7:0] + data_in[7:0];
endmodule
module add_30_9(result,data_in1,data_in2); 
  parameter word_size = 39;
  output [word_size:0] result;
  input [word_size-1:0] data_in1,data_in2;
  wire comparator; 
  assign comparator = (data_in1[8:0] <= data_in2[8:0]) ? 1: 0;
  wire [8:0] dif1 = data_in2[8:0] - data_in1[8:0];  
  wire [8:0] dif2 = data_in1[8:0] - data_in2[8:0];  
  wire [30:0] data_in1_shifted, data_in2_shifted;
  assign data_in1_shifted = data_in1[38:9]>>dif1;
  assign data_in2_shifted = data_in2[38:9]>>dif2;
  assign result [39:9] = comparator ?  
                  (data_in1_shifted + data_in2[word_size-1:9]) :
                  (data_in2_shifted + data_in1[word_size-1:9]);
  assign result[8:0] =  (data_in1[8:0] <= data_in2[8:0]) ?  
                  data_in2[8:0]+1:
                  (data_in1[8:0] > data_in2[8:0]) ?
                  data_in1[8:0]+1:
                  'bx;
endmodule
module accumulate(result,data_in1,data_in2_i); 
  parameter word_size = 47;
  output [word_size-1:0] result;
  input [word_size-1:0] data_in1;
  input [39:0] data_in2_i;
  wire [word_size-1:0] data_in2 = {data_in2_i[39:9],7'b0000000,data_in2_i[8:0]};
  wire comparator; 
  assign comparator = (data_in1[8:0] <= data_in2[8:0]) ? 1: 0;
  wire [8:0] dif1 = data_in2[8:0] - data_in1[8:0] + 1;  
  wire [8:0] dif2 = data_in1[8:0] - data_in2[8:0] + 1;  
  wire [word_size-1:9] data_in1_shifted, data_in2_shifted;
  assign data_in1_shifted = data_in1[46:9]>>dif1;
  assign data_in2_shifted = data_in2[46:9]>>dif2;
  assign result [46:9] = comparator ?  
                  (data_in1_shifted + (data_in2[word_size-1:9]>>1)) :
                  (data_in2_shifted + (data_in1[word_size-1:9]>>1));
  assign result[8:0] =  (data_in1[8:0] <= data_in2[8:0]) ?  
                  data_in2[8:0] + result[46] + 1:
                  (data_in1[8:0] > data_in2[8:0]) ?
                  data_in1[8:0] + result[46] + 1:
                  'bx;
endmodule
module Memory_Unit (data_out1, data_out2, address1, address2, clk);
  parameter word_size = 24;
  parameter memory_size = 512;
  input clk;
  input [8: 0] address1, address2;
  output [word_size-1: 0] data_out1, data_out2;
  reg [word_size-1: 0] memory [memory_size-1: 0];
  assign data_out1 = memory[address1];
  assign data_out2 = memory[address2];
endmodule
==> flow/run.sh <==
#!/bin/bash
# OpenROAD 26Q1-2900-gdf79404cd8, Yosys 0.63+post, stock flow scripts
make -C /OpenROAD-flow-scripts/flow DESIGN_CONFIG=/design/flow/config.mk WORK_HOME=/design/flow/orfs finish
==> flow/config.mk <==
export PLATFORM = sky130hd
export DESIGN_NAME = VNLP
export DESIGN_NICKNAME = VNLP
export VERILOG_FILES = /design/flow/design.v
export SDC_FILE = /design/flow/constraint.sdc
export NUM_CORES = 4
export LEC_CHECK = 1
export CORE_UTILIZATION = 40
export SYNTH_MEMORY_MAX_BITS = 65536
==> flow/constraint.sdc <==
current_design VNLP

set clk_period 13.3
set clk_io_pct 0.2

create_clock -name clk0 -period $clk_period [get_ports {clk}]

set non_clock_inputs [all_inputs -no_clocks]
set_input_delay [expr $clk_period * $clk_io_pct] -clock clk0 $non_clock_inputs
set_output_delay [expr $clk_period * $clk_io_pct] -clock clk0 [all_outputs]
==> impl_metrics.py <==
# Synthesis and PnR figures
metrics = {
    "grt": {
        "met2_usage_pct": 38.2,
        "grt_use_total_pct": 24.7,
        "grt_antenna_before_repair": 0,
        "grt_pass1_wl_mm": 36.9,
        "gr-total-overflow": 0,
        "grtUsageMet1_pct": 38.5,
        "grt_pass1_vias": 6653,
        "grt_start_max_net_pins": 45,
        "top_usage_layer": "met1",
        "grtUsageMet3_pct": 3.10,
    },
    "outcome": {
        "status": "finished clean",
    },
    "drt": {
        "drc_errors": 0,
        "wl_mm": 23.1,
        "avgViaCountPerCell": 6.04,
        "wl_per_cell_um": 19.1,
        "first_pass_iters": 25,
        "drt-initial-drc-count": 584,
        "ant_nets": 0,
        "vias": 7296,
        "antenna_cells": 0,
    },
    "synthesis": {
        "synth_flops": 57,
        "aoi_share_pct": 27.0,
        "yosysChipArea_um2": 7460,
        "async_flop_share_pct": 100,
        "edf_count": 0,
        "mux_share_pct": 14.2,
        "ys_cells": 946,
        "yosys_warnings": 8,
        "yosysUniqueCellTypes": 93,
        "logic_family": "AND-OR/OR-AND gates",
        "top_area_share_pct": 18.8,
        "ff_type": "dfrtp_1",
        "area_leaders": "dfrtp_1 19%, ha_1 9.7%, mux2i_1 7.5%, a21oi_1 5.7%, o21ai_0 5.2%",
        "fa_ha_area_share_pct": 9.99,
        "syn_area_um2": 7460,
        "ys_sh_xor_pct": 4.58,
        "yosysMostFrequentCell": "nand2_1",
        "top_area_cell": "dfrtp_1",
        "ys_top_cells_by_count": "90 x nand2_1, 86 x nor2_1, 85 x a21oi_1",
        "yosys.area_share.simple_pct": 19.9,
        "syn_inst": 946,
        "syn_area_per_cell_um2": 7.89,
        "synth-seq-area-share_pct": 19.1,
    },
    "floorplanning": {
        "die_x_um": 139,
        "fp_util_pct": 41.1,
        "num_rows": 49,
        "core_region_area_um2": 18100,
        "ios": 57,
        "dieArea_um2": 19200,
        "die_h_um": 139,
    },
    "clock_tree": {
        "clk_pin_slew_ns": 0.06,
        "clock-root-buffer": "clkbuf_16",
        "cts_tree": "yes",
        "clock.latency.late_pin_ns": 0.35,
        "post-cts-setup-buffers": 0,
        "holdBufCountCts": 0,
        "cts_resized": 0,
        "clock-sinks": 57,
        "cts_buffer_depth": 2,
        "htree_num_levels": 3,
        "cts_made_buffers": 9,
    },
    "power_and_ir_drop": {
        "p_per_area_nw_per_um2": 138,
        "p_leak_nw": 3.51,
        "ir_worst_vdd_mv": 0.0799,
        "power_mw": 1.17,
    },
    "run": {
        "warnings": 38,
        "maxCapViolations": 0,
    },
    "critical_path": {
        "worstPathRequired_ns": 13.53,
        "end_kind": "flip-flop",
        "path_class": "reg2reg",
        "worstPathMaxFanout": 26,
        "crit_arrival_ns": 7.78,
        "cp-start-kind": "flip-flop",
    },
    "sta": {
        "worstMarginPinSlew_ns": 0.864,
        "rsz0062_at_grt": "false",
        "slew_headroom_pct": 40.8,
        "setup_viol_count_final": 0,
        "post-route-period-util_pct": 56.8,
        "finalClockSkew_ns": 0.00833,
        "fmax_mhz": 132,
        "fin_crit_ns": 7.55,
        "timing.hold.ws_ns": 0.379,
        "report.final.slew_viol_count": 0,
        "finalSetupTns_ns": 0,
        "final_hold_viol_count": 0,
    },
    "placement": {
        "placed_cell_area_um2": 8140,
        "dp_hpwl_mm": 17.2,
        "io_buffers": 55,
        "routabilityCongestion": 0.972,
    },
    "cells_and_area": {
        "syn2layout_area_growth_pct": 13.4,
        "design_area_um2": 8460,
        "drive_above_1_share_pct": 10.9,
    },
    "min_path": {
        "min_path_type": "reg2reg",
    },
}
layout make-up:
type / instances / area (um^2)
clock inverter: 7 / 101
timing repair buffer: 70 / 658
clock buffer: 9 / 225
sequential: 57 / 1430
inverter: 27 / 101
fill: 1784 / 9680
multi-input combinational: 808 / 5660
tap: 229 / 287
critical path, cell delays in order (launching register included):
cell and delay, ns:
dfrtp_1 0.50, inv_1 0.22, ha_1 0.21, nand3_1 0.23
o22ai_4 0.43, buf_4 0.41, mux2i_1 0.78, mux2i_1 0.21
a31oi_1 0.37, o32ai_1 0.17, or2_2 0.33, ha_1 0.36
nand3_1 0.14, or3_1 0.36, o311ai_2 0.46, o21ai_0 0.36
a21o_1 0.30, o21ai_0 0.26, a41oi_1 0.18, ha_1 0.24
nor3_1 0.32, and2_1 0.25, a21oi_1 0.08, o21ai_0 0.14
o21ai_0 0.09
routing by layer:
layer | up-vias | part of all wire (%)
met1 | 3443 | 48
met4 | 0 | 1.7
met5 | - | 0
li1 | 3592 | -
met2 | 230 | 45
met3 | 31 | 5.6
report_power, final:
part           internal, mW  switching, mW
registers             0.213         0.0686
logic                 0.303          0.319
clock network         0.166         0.0967
through the flow:
stage | util (%) | std cells | setup WS [ns]
6_report | 46.6 | 1207 | 5.75
3_3_place_gp | 44.8 | 1191 | 5.88
4_1_cts | 46.6 | 1207 | 5.79
5_1_grt | 46.6 | 1207 | 5.31
2_1_floorplan | - | 947 | 7.65
3_5_place_dp | 44.8 | 1191 | 5.85
final timing paths:
check                                            startpoint  cells after the start                     endpoint  slack, ns
worst min-delay path                 M1_Controller.state[2]                      0       M1_Controller.state[1]       0.38
min in group asynchronous                             START                      1     M0_Processor.L1.count[0]       2.34
max in group asynchronous                             START                      2       M1_Controller.state[0]      10.06
worst min register to register       M1_Controller.state[2]                      0       M1_Controller.state[1]       0.38
worst max register to register  M0_Processor.R4.data_out[3]                     24  M0_Processor.R4.data_out[7]       5.75
worst max-delay path            M0_Processor.R4.data_out[3]                     24  M0_Processor.R4.data_out[7]       5.75
flip-flops by register name (all words and copies together), names as in the netlist:
signal                    flops
M0_Processor.L1.count         7
M1_Controller.state           3
M0_Processor.R4.data_out     47
cell families after synthesis:
| group | Yosys count |
|---|---|
| other | 1 |
| AND-OR/OR-AND | 309 |
| XOR/XNOR | 39 |
| adder cells (fa/ha/maj) | 59 |
| AND/OR/NAND/NOR | 306 |
| buffers and inverters | 82 |
| flip-flops | 57 |
| multiplexers | 93 |
cells in the final DEF, fill, tap and decap left out, types with 5 or more instances in the layout:
cell             synthesis  layout
nand2b_1                 7       7
nor2b_1                  8       8
nor3_1                  24      24
mux2_2                  29      29
inv_1                   25      25
o211ai_1                 8       8
o22ai_1                 13      13
o21ai_1                 14      14
and3_1                  10      10
o31ai_1                  8       8
or3_1                    5       5
xnor2_1                 27      27
clkdlybuf4s50_1          0      54
nand2_1                 90      90
nor2_1                  86      85
clkbuf_16                0       9
mux4_2                   7       7
ha_1                    58      57
o21a_1                   7       7
nand4_1                 11      11
a21o_1                  10      10
nor4_1                   6       6
buf_4                    7      15
o22a_1                   6       6
xor2_1                  12      12
nand3_1                 26      26
and2_1                   5       5
a211oi_1                 5       5
dfrtp_1                 56      56
a21oi_1                 85      85
o21ai_0                 78      78
mux2i_1                 56      56
a31oi_1                 15      15
